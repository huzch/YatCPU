$ cat flow/run.sh
#!/bin/bash
# OpenROAD 26Q1-2900-gdf79404cd8, Yosys 0.63+post, stock flow scripts
make -C /OpenROAD-flow-scripts/flow DESIGN_CONFIG=/design/flow/config.mk WORK_HOME=/design/flow/orfs finish
$ cat flow/design.v
module Top(
  input   clock,
  input   reset,
  output  io_tx,  
  input   io_rx,  
  output  io_led  
);
  reg [31:0] led_count;  
  wire [31:0] _led_count_T_1 = led_count + 32'h1;  
  assign io_tx = 1'h0;  
  assign io_led = led_count >= 32'h1312d00;  
  always @(posedge clock) begin
    if (reset) begin  
      led_count <= 32'h0;  
    end else if (led_count >= 32'h2625a00) begin  
      led_count <= 32'h0;  
    end else begin
      led_count <= _led_count_T_1;  
    end
  end
endmodule
$ cat flow/constraint.sdc
current_design Top

set clk_period 5.9
set clk_io_pct 0.2

create_clock -name clk0 -period $clk_period [get_ports {clock}]

set non_clock_inputs [all_inputs -no_clocks]
set_input_delay [expr $clk_period * $clk_io_pct] -clock clk0 $non_clock_inputs
set_output_delay [expr $clk_period * $clk_io_pct] -clock clk0 [all_outputs]
$ cat flow/config.mk
export PLATFORM = sky130hd
export DESIGN_NAME = Top
export DESIGN_NICKNAME = Top
export VERILOG_FILES = /design/flow/design.v
export SDC_FILE = /design/flow/constraint.sdc
export NUM_CORES = 4
export LEC_CHECK = 1
export CORE_UTILIZATION = 30
==> reports/results.txt <==
Status - finished, final reports clean
Fin crit share - 58.9%
Area of the core - 4820 µm²
P_leak - 0.493 nW
Fillcell total - 516
GR Layer Usage met1 - 17.7%
Final setup fails - 0
I/O pins - 5
Arr. time, crit path - 2300 ps
Layout Area Growth over Synthesis - 10.4%
Biggest register - led_count
Hold Worst Slack - 526 ps
Total GRT Usage - 11.5%
Fin crit period - 3480 ps
Met3 usage - 2.91%
Most Used Layer, Global Route - met1
First-pass GRT wire length - 4.77 mm
Most frequent CP cell - or4_1
Initial DRT Pass Iterations - 4
Die height - 73.5 µm
Drc violations - 0
Setup WS pre-CTS - 2720 ps
Worst EP required - 4720 ps
Final clock skew - 4.93 ps
H-tree depth - 2
Synthesized chip area reported by yosys - 1530 µm²
M2 GR Usage - 16.8%
Antenna violations before repair - 0
Area post-placement - 1620 µm²
Total number of vias - 1,162
Final Cell Area - 1690 µm²
Placed Cells - 233
Max reg flops - 32
Tool warning count - 28
Layout cell share with drive strength beyond 1 - 10.4%
Most numerous logic cells after layout - dfxtp_1 (32), nor3_1 (21), xnor2_1 (13)
Detailed Route WL - 2.82 mm
Seq/Total Area, Yosys - 41.8%
RD Place Congestion - 0.793
Top-area cell share - 41.8%
TritonCTS clock tree - built
Post-synth design cell area - 1530 µm²
Antenna viol nets, final - 0
Post-Layout Cell Count - 240
Worst min path class - register to register
# Post-CTS Setup Buffers - 0
Cell count in the Yosys report - 165
Largest net degree at the start of global routing - 27
Total die area - 5400 µm²
Setup TNS - 0 ps
Max-slew violations - 0
Hold_buf cts - 0
Clock slew at reported path FFs - 60 ps
DP Wirelength - 1.81 mm
RSZ-0062 raised after global routing - false
Post-Route Utilization - 35.1%
Crit path cell chain - or4_1 -> or4_1 -> nor4_1 -> a21oi_1 -> clkdlybuf4s50_1
Pwr dens - 224 nW/µm²
Port bufs - 2
Critical path's slowest cell - or4_1
Worst setup margin - 2420 ps
Std cell rows - 25
Die Wd - 73.5 µm
Largest area contributor in the netlist - dfxtp_1
Main area contributors - dfxtp_1 (42%), xnor2_1 (7.4%), nor3_1 (6.9%)
Top cell excl fill/tap - dfxtp_1
Final hold violation count - 0
CTS buffer count - 5
Yosys reg bits - 32
# clock sinks - 32
Peak VDD IR - 0.145 mV
Delay of the slowest critical-path stage - 530 ps
Critical path class - register to primary output
Vias in the first global route - 1,036
Fp_density - 31.8%
Via-to-Cell Ratio - 4.84
Biggest regs - led_count: 32 flops
Power after layout - 0.379 mW
Root Driver - clkbuf_8
Clk buf depth - 2
Yosys warnings - 1
Crit path capture type - primary output
Number of diodes - 0
Routed wire per std cell - 11.7 µm
Max Clock Freq - 0.288 GHz
CP startpoint kind - register
Average size of a mapped cell - 9.30 µm²
Clk ins delay skew pair - 290 ps
Congestion Overflow GR - 0
Post-Synthesis Cells - 165
Netlist cell types - 37
Max_cap viols - 0
CP Max Fanout - 2
Post-CTS resize count - 0
Initial DRC count - 20
-- synthesized netlist by cell type, drive strengths merged --
| cell type | n |
|---|---|
| and3 | 1 |
| a21bo | 1 |
| buf | 9 |
| a211oi | 9 |
| ha | 2 |
| o211ai | 1 |
| nand3 | 6 |
| xor2 | 1 |
| o31ai | 3 |
| nand2b | 1 |
| or4 | 9 |
| o211a | 1 |
| nand2 | 7 |
| o21ai | 8 |
| conb | 1 |
| a21oi | 2 |
| o31a | 1 |
| a211o | 2 |
| dfxtp | 32 |
| or4b | 1 |
| and4 | 1 |
| nor3 | 21 |
| nand4 | 5 |
| nor4 | 4 |
| or3 | 7 |
| inv | 9 |
| nor2 | 5 |
| xnor2 | 13 |
| a311oi | 1 |
| nor3b | 1 |
-- cell type report --
type                    instances  area [µm²]  area share, %
clock buffers                   6        72.6           4.29
clock inverters                 1        5.00          0.296
inverters                       9        33.8           2.00
multi-input cells             121         822           48.6
flip-flops and latches         32         641           37.8
well taps                      67        83.8           4.95
repair buffers                  4        35.0           2.07
-- path summary, 6_finish.rpt --
path / endpoint / depth (start not counted) / startpoint / slack [ps]
max: io_led / 5 / led_count[27] / 2420
min: led_count[0] / 1 / led_count[0] / 530
max reg2reg: led_count[18] / 5 / led_count[0] / 3610
min reg2reg: led_count[0] / 1 / led_count[0] / 530
-- critical path, delay by kind of cell (launching register included) --
| family | cells | cell delay (ps) |
|---|---|---|
| AOI/OAI and AO/OA | 1 | 110 |
| buffers and inverters | 1 | 400 |
| DFF | 1 | 290 |
| and+or+nand+nor | 3 | 1220 |
-- power by group --
group | internal (mW) | total (mW) | switching (mW)
Sequential | 0.218 | 0.219 | 0.000530
Combinational | 0.00125 | 0.00227 | 0.00102
Clock | 0.0800 | 0.158 | 0.0781
-- layer usage --
metal	share of wire, %	vias up
li1	-	613
met1	53	532
met2	42	12
met3	2.9	5
met4	2.1	0
met5	0	-
-- cell families after synthesis --
kind of cell / Yosys count / share of synthesized area [%]
xor+xnor: 14 / 7.99
flops: 32 / 41.8
simple gates: 69 / 26.8
buf+inv: 18 / 6.12
fa+ha+maj: 2 / 1.63
other cells: 1 / 0.244
compound gates: 29 / 15.4
Power figures rest on the tool's default switching activity, not on a simulated workload.
